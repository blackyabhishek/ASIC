**/design/flow/config.mk**
```make
export PLATFORM = sky130hd
export DESIGN_NAME = adaptive_golomb
export DESIGN_NICKNAME = adaptive_golomb
export VERILOG_FILES = /design/flow/design.v
export SDC_FILE = /design/flow/constraint.sdc
export NUM_CORES = 4
export LEC_CHECK = 1
export CORE_UTILIZATION = 50
```
**/design/flow/constraint.sdc**
```tcl
current_design adaptive_golomb

set clk_period 20.2
set clk_io_pct 0.2

create_clock -name clk0 -period $clk_period [get_ports {clk}]

set non_clock_inputs [all_inputs -no_clocks]
set_input_delay [expr $clk_period * $clk_io_pct] -clock clk0 $non_clock_inputs
set_output_delay [expr $clk_period * $clk_io_pct] -clock clk0 [all_outputs]
```
**/design/flow/design.v**
```verilog
`timescale 1ns / 100ps
module adaptive_golomb(clk,reset,x_in,yuvselector,valid,CWL,CW);
input [8:0] x_in;
input [1:0] yuvselector;
input valid;
input reset;
input clk;
output [15:0] CW;
output [4:0] CWL;
reg [11:0] ACY;
reg [11:0] ACU;
reg [11:0] ACV;
reg [2:0] NY;
reg [2:0] NU;
wire [8:0] mapped_x_in;
wire [1:0] k;
reg [11:0] A_in;
reg [2:0] N_in; 
mapper mapper1(x_in,mapped_x_in);
determine_k kfinder(A_in,N_in,k);
golomb_encoder golomb_comb(k,mapped_x_in,CWL,CW);
always @(*)
begin
	case(yuvselector)
	2'b00 : 
	begin
		A_in = ACY;
		N_in = NY;
	end
	2'b01 :
	begin
		A_in = ACU;
		N_in = NU;
	end
	2'b10 :
	begin
		A_in = ACV;
		N_in = NU;
	end
	2'b11 :
	begin
		A_in = ACY;
		N_in = NY;
	end
	endcase
end
always @(posedge clk)
begin
	if(reset)
		begin
			ACY <= 0;
			ACU <= 0;
			ACV <= 0;
			NY <=0;
			NU <=0;
		end
	else
		begin
			if(valid)
			begin
				case (yuvselector)
				2'b00 : 
				begin	
					if (NY == 3'b111)
					begin
						NY <= 3'b011;
						ACY <= {1'b0,ACY[11:1]};
					end
					else
					begin
						ACY <= ACY + mapped_x_in;
						NY <= NY + 1'b1;
					end	
				end
				2'b01 : 
				begin
					if (NU == 3'b111)
					begin
						ACU <= {1'b0,ACU[11:1]};	
					end
					else
					begin
						ACU <= ACU + mapped_x_in;
					end
				end
				2'b10 :
				begin
					if (NU == 3'b111)
					begin
						NU <= 3'b011;
						ACV <= {1'b0,ACV[11:1]};	
					end
					else
					begin
						ACV <= ACV + mapped_x_in;
						NU <= NU + 1'b1;
					end	
				end
				endcase
			end
		end
end
endmodule
`timescale 1ns / 100ps
module determine_k(A,N2,k);
input [11:0] A;
input [2:0] N2;
output [1:0] k;
reg [1:0] outp;
wire [11:0] temp;
wire [3:0] lead1A;
wire [2:0] lead1N;
reg [3:0] leadA;
reg [2:0] leadN;
wire [3:0] difference;
wire [11:0] shifted_N;
wire [3:0] N;
assign N={N2,1'b0};
assign lead1A = leadA;
assign lead1N = leadN;
assign difference = lead1A-{1'b0,lead1N};
assign shifted_N = N << difference[1:0];
assign temp = A - shifted_N;
assign k = outp;
always @(*)
begin
case (1'b1)
A[11] : leadA = 11;
A[10] :  leadA = 10;
A[9] :  leadA = 9;
A[8] :  leadA = 8;
A[7] :  leadA = 7;
A[6] :	leadA = 6;
A[5] :	leadA = 5;
A[4] :	leadA = 4;
A[3] :	leadA = 3;
A[2] :	leadA = 2;
A[1] :	leadA = 1;
A[0] :	leadA = 0;
default : leadA = 0;
endcase
end
always @(*)
begin
case (1'b1)
N[3] : leadN = 3'd3;
N[2] : leadN = 3'd2;
N[1] : leadN = 3'd1;
N[0] : leadN = 3'd0;
default : leadN = 0;
endcase
end
always @ (*)
begin
	if(difference[3] == 1'b1)
	begin
		outp = 2'b00;
	end
	else if (difference >= 4'b0011)
	begin
		outp = 2'b11;
	end
	else
	begin
		if(temp[11] ==  1'b0 && temp != 12'b000000000000)
			outp = difference[1:0] +1;
		else
			outp = difference[1:0];
	end
end
endmodule
`timescale 1ns / 100ps
module golomb_encoder(k,x_in,CWL,CW);
parameter input_bits = 9;
parameter glimit = 16;
parameter code_word_length = 4;
input [(input_bits-1):0] x_in;
input [1:0] k;
output [(glimit-1):0] CW;
output [(code_word_length):0] CWL;
wire [(input_bits-1):0] quotient;
wire [(input_bits-1):0] for_remainder;
wire [2:0] remainder;
reg [(code_word_length):0] CWL1;
reg [(glimit-1):0] CW1;
wire [(glimit-1):0] CW2;
assign quotient = x_in >> k;
assign for_remainder = quotient << k;
assign remainder = for_remainder[2:0] ^ x_in[2:0];
assign CW2 = (remainder<<(quotient[2:0]+1'b1)) | CW1;
assign CW = (quotient > 9'b000000110) ? CW1:CW2; 
assign CWL = (quotient > 9'b000000110) ? 5'b10000:(k+1'b1+ quotient[3:0]);
always @(*)
	begin
	case (quotient[8:0])
		9'b000000000 : CW1 = 16'b0000000000000000;
		9'b000000001 : CW1 = 16'b0000000000000001;
		9'b000000010 : CW1 = 16'b0000000000000011;
		9'b000000011 : CW1 = 16'b0000000000000111;
		9'b000000100 : CW1 = 16'b0000000000001111;
		9'b000000101 : CW1 = 16'b0000000000011111;
		9'b000000110 : CW1 = 16'b0000000000111111;
		default : CW1 = {x_in,7'b1111111}; 
	endcase
	end
endmodule
`timescale 1ns / 100ps
module mapper(x_in,mapped_x_in);
input [8:0] x_in;
output [8:0] mapped_x_in;
reg [8:0] outp;
wire [8:0] not_x;
assign not_x = ~x_in;
assign mapped_x_in = outp;
always @(*)
begin
	if(x_in[8] == 1'b1)
	begin
		outp = {not_x[7:0],1'b0} + 1'b1;
	end
	else
	begin
		outp = {x_in[7:0],1'b0};
	end
end
endmodule
```
**/design/flow/run.sh**
```bash
#!/bin/bash
# OpenROAD 26Q1-2900-gdf79404cd8, Yosys 0.63+post, stock flow scripts
make -C /OpenROAD-flow-scripts/flow DESIGN_CONFIG=/design/flow/config.mk WORK_HOME=/design/flow/orfs finish
```
==> results.json <==
{
  "status": "finished, final reports clean",
  "synth.ff_latch_count": 42,
  "drtAntennaViolNets": 0,
  "finalCritPeriodShare_pct": 83.2,
  "cts.sinks": 42,
  "fin_ws_ns": 3.39,
  "synth_area_um2": 5080,
  "first_global_vias": 4394,
  "grt_max_degree": 34,
  "h-tree-depth": 2,
  "min_period_ns": 16.81,
  "initCoreUtil_pct": 51.7,
  "clock_path_buffers": 2,
  "root_buffer": "clkbuf_8",
  "synth.yosys.warnings": 4,
  "grt-ovfl-total": 0,
  "hp-class": "flop to flop",
  "ir_worst_vdd_mv": 0.0405,
  "whs_ns": 0.481,
  "core-area_um2": 9820,
  "avgSynthCellArea_um2": 7.61,
  "setup.worst_path.end_class": "output port",
  "critical_path_class": "input port to output port",
  "area_growth_pct": 10.3,
  "postCtsHoldBufs": 0,
  "io_pins": 35,
  "postCtsSetupRepairBufs": 0,
  "fin_cells": 817,
  "cts_resized": 0,
  "grt_pass1_wl_um": 22600,
  "ys_seq_share_pct": 16.6,
  "critPathArrivalTime_ns": 12.77,
  "synth_cell_types": 81,
  "drv_cap": 0,
  "die_x_um": 103,
  "ys_cells": 667,
  "slowest_delay_ns": 0.67,
  "final_layout_top_logic_cells": "65 x nand2_1, 52 x nor2_1, 52 x ha_1",
  "drc": 0,
  "clk_pin_slew_ns": 0.08,
  "mostFrequentLayoutCell": "nand2_1",
  "io_buffers": 34,
  "post_drt_wl_per_cell_um": 17.2,
  "crit_path_frequent_cell": "ha_1",
  "antenna_found_initial": 0,
  "yosys_area_um2": 5080,
  "synth-edff-count": 0,
  "startpoint_type": "input port",
  "drive_gt1_share_pct": 6.29,
  "setup_viol": 0,
  "die_h_um": 103,
  "log.warning_count": 33,
  "num_vias": 4932,
  "rows": 36,
  "routed_via_density": 6.04,
  "cts_made_buffers": 5,
  "globalplace.congestion": 0.972,
  "first_pass_iters": 5,
  "synth_cells": 667,
  "r2r_slack_ns": 17.46,
  "cp_max_fo": 16,
  "drt_iter0_markers": 202,
  "totalNegativeSetupSlack_ns": 0,
  "crit_required_ns": 16.16,
  "drt-total-wl_um": 14000,
  "drv_slew": 0,
  "slew_headroom_pct": 43.9,
  "rsz0062_at_grt": "no",
  "ff_type": "dfxtp_1",
  "clock_latency_ns": 0.30,
  "antenna_cells": 0,
  "dpl.cell_count": 809,
  "synthArstFlopShare_pct": 0,
  "clock_skew_ns": 0.0160,
  "cts_tree": "done",
  "place_ws_ns": 3.51,
  "worst_pin_slew_ns": 0.841,
  "dp_hpwl_um": 10800,
  "max_freq_mhz": 59.5,
  "slowest_stage": "fa_1",
  "pwr_density_cell_nw_per_um2": 78.3,
  "track_usage_pct": 28.4,
  "p_leak_uw": 0.00222,
  "hold_viol": 0,
  "die_area_um2": 10600
}
==> flip-flops by register name (all words and copies together), names as in the netlist <==
| signal | flops |
|---|---|
| NY | 3 |
| ACU | 12 |
| NU | 3 |
| ACV | 12 |
| ACY | 12 |
==> cells by family (layout without fill, tap and decap cells) <==
logic type | after synthesis | count (layout) | synth area share [%]
buffers and inverters | 82 | 99 | 6.31
and+or+nand+nor | 211 | 211 | 20.7
adders and majority gates | 57 | 57 | 14.8
DFF | 42 | 42 | 16.6
AOI/OAI and AO/OA | 223 | 223 | 32.1
muxes | 14 | 14 | 3.05
xor gates and xnor gates | 38 | 38 | 6.55
==> cell usage after synthesis, types with 4 or more instances <==
cell	number	share of area [%]
mux2i_1	11	2.2
and2_1	11	1.4
clkbuf_1	20	1.5
nand3_1	8	0.79
buf_2	4	0.39
xor2_1	5	0.86
a21oi_1	43	4.2
o21bai_1	16	2.4
a211oi_1	12	1.8
a22oi_1	10	1.5
o21a_1	5	0.74
o211ai_1	12	1.8
inv_1	45	3.3
o21ai_1	5	0.49
o21ai_0	27	2.7
a311oi_1	13	2.2
dfxtp_1	42	17
xnor2_1	33	5.7
nor3_1	15	1.5
buf_1	6	0.44
a21o_1	15	2.2
nor2_1	52	3.8
o31ai_1	9	1.3
nand4_1	7	0.86
nand2b_1	10	1.2
nor2b_1	12	1.5
ha_1	52	13
nor4_1	10	1.2
fa_1	5	2.0
nand2_1	65	4.8
a31oi_1	8	0.99
==> final timing paths <==
kind                  startpoint  endpoint  cells after the start
setup / recovery  yuvselector[0]     CW[5]                     32
hold / removal             NU[2]     NU[2]                      2
setup reg to reg          ACY[0]   ACY[10]                     13
hold reg to reg            NU[2]     NU[2]                      2
==> power breakdown <==
part           switching (uW)  leakage [uW]  internal (uW)
Clock                    31.1     0.0000472           27.5
Combinational             171       0.00183            118
Sequential               4.67      0.000342           86.2
==> critical path, delay by kind of cell <==
kind / cells / cell delay [ns]
AOI/OAI and AO/OA: 16 / 3.39
and+or+nand+nor: 5 / 1.66
muxes: 1 / 0.39
adders and majority gates: 5 / 2.03
buffers and inverters: 5 / 1.27
==> per-layer routing <==
layer / global-route usage, % / up-vias / routed length [um]
li1: - / 2497 / -
met1: 41.6 / 2243 / 6540
met2: 43.5 / 169 / 6030
met3: 5.79 / 23 / 1100
met4: 6.93 / 0 / 344
met5: 0 / - / 0
==> per-stage QoR <==
stage                     power [uW]  util, %  instance area (um2)
after floorplan                  309        -                 5080
after global placement           380     56.1                 5510
after detailed placement         376     56.1                 5510
after CTS                        437     57.0                 5600
after global routing             477     57.0                 5600
final                            438     57.0                 5600
==> area by class of cell <==
type / instances / area (um2)
well taps: 133 / 166
inverters: 51 / 195
multi-input cells: 543 / 3920
clock buffers: 6 / 82.6
fillers: 927 / 4220
repair buffers: 40 / 385
clock inverters: 2 / 12.5
flip-flops and latches: 42 / 841
Power is estimated from default activity; no workload was simulated.
