**flow/run.sh**
```bash
#!/bin/bash
# OpenROAD 26Q1-2900-gdf79404cd8, Yosys 0.63+post, stock flow scripts
make -C /OpenROAD-flow-scripts/flow DESIGN_CONFIG=/design/flow/config.mk WORK_HOME=/design/flow/orfs finish
```
**flow/config.mk**
```make
export PLATFORM = sky130hd
export DESIGN_NAME = Serializer
export DESIGN_NICKNAME = Serializer
export VERILOG_FILES = /design/flow/design.v
export SDC_FILE = /design/flow/constraint.sdc
export NUM_CORES = 4
export LEC_CHECK = 1
export CORE_UTILIZATION = 40
```
**flow/constraint.sdc**
```tcl
current_design Serializer

set clk_period 7.4
set clk_io_pct 0.2

create_clock -name clk0 -period $clk_period [get_ports {CLK_8}]

set non_clock_inputs [all_inputs -no_clocks]
set_input_delay [expr $clk_period * $clk_io_pct] -clock clk0 $non_clock_inputs
set_output_delay [expr $clk_period * $clk_io_pct] -clock clk0 [all_outputs]
```
**flow/design.v**
```verilog
`timescale 1ns / 1ps
module Serializer(CLK_8,Reset,CW,CWL,VC,OB,SCLK);
input wire CLK_8,Reset,VC;
input wire[15:0] CW;
input wire[4:0] CWL;
output wire SCLK;
output wire OB;
reg[5:0] Buffer_Occupancy;
reg[39:0] FIFO;
reg[2:0] Clock_Matcher;
wire [39:0] Barrel_Output;
wire[5:0] Shift;
wire[5:0] S;
wire[5:0] Push_Index;
wire Empty_Buffer,Input_Time,Valid_Input_Time;
assign Input_Time=(Clock_Matcher==3'b000)?(1'b1):(1'b0);
assign Empty_Buffer=(Buffer_Occupancy==6'b000000)?(1'b1):(1'b0);
assign Push_Index=Buffer_Occupancy-6'b000001;
assign S=(Empty_Buffer)?(Buffer_Occupancy):(Push_Index);
assign Shift=(Input_Time)?(S):(6'b000000);
assign Barrel_Output=CW<<<Shift;
assign Valid_Input_Time=VC & Input_Time;
assign OB=FIFO[0];
assign SCLK = ~Empty_Buffer;
always @(posedge CLK_8)
begin
    if(Reset) begin
        Clock_Matcher<=3'b000;
    end else begin
        Clock_Matcher<=Clock_Matcher+1;
    end
end
genvar i;
generate
    for(i=0;i<40;i=i+1) begin : shift
        if(i<39) begin
            always @(posedge CLK_8) begin
                if(Reset) begin
                    FIFO[i]<=1'b0;
                end else begin
                    FIFO[i]<=(FIFO[i+1] | (Valid_Input_Time & Barrel_Output[i]));
                end
            end
        end else begin
            always @(posedge CLK_8) begin
                if(Reset) begin
                    FIFO[i]<=1'b0;
                end else begin
                    FIFO[i]<=(Valid_Input_Time & Barrel_Output[i]);
                end    
            end
        end
    end
endgenerate
always @(posedge CLK_8)
begin  
    if(Reset) begin
        Buffer_Occupancy<=6'b000000;
    end else if(Input_Time) begin
        if(VC) begin
            if(Empty_Buffer) begin
                Buffer_Occupancy<={1'b0,CWL};
            end else begin
                Buffer_Occupancy<=Push_Index+CWL;
            end
        end else begin
            if(Empty_Buffer) begin
               Buffer_Occupancy <= Buffer_Occupancy;
            end else begin
                Buffer_Occupancy<=Push_Index;
            end
        end
     end else begin
        if(Empty_Buffer) begin
            Buffer_Occupancy <= Buffer_Occupancy;
        end else begin
            Buffer_Occupancy<=Push_Index;
        end
     end
 end
endmodule
```
==> reports/results.ini <==
[routing]
ant_nets=0
drt_pass1_iterations=48
drc=4
n_antenna_cell=0
dr.first_iter.drc_count=292
post_drt_wl_per_cell_um=19.4
via_per_inst=6.40
vias=3594
drt_wl_total_um=10900

[yosys]
synthArstFlopShare_pct=0
synth-edff-count=0
ys_ff=49
synthFlopType=dfxtp_1
synth_cells=449
synth_seq_share_pct=26.7
yosysCellCount=449
ys_sh_simple_pct=19.8
top_logic_kind=AND-OR/OR-AND gates
syn_area_per_cell_um2=8.17
mux_share_pct=7.34
ys_types=74
xor_area_share_pct=1.88
syn_area_um2=3670
yosys_warnings=1
ys_chip_area_um2=3670
synth_adder_area_share_pct=3.96
synthAoiAreaFrac_pct=34.4

[outcome]
status=finished, violations left
violations=DRC

[cts]
cts_tree=yes
post-cts-setup-buffers=0
cts-root-buf=clkbuf_8
cts_resized=0
numCtsBuffers=5
clk_latency_ns=0.30
h-tree-depth=2
clkSinkCount=49
clk_pin_slew_worst_paths_ns=0.09
ctsHoldBuffers=0
cts_buffer_depth=2

[power]
pwr-share-seq_pct=20.3
p_sw_mw=0.974
pwr-share-comb_pct=69.5
power_density_nw_per_um2=460
power_frac_clock_pct=10.3
ir_drop_uv=161
leakagePower_nw=1.40
internal_power_mw=0.867
p_sw_share_pct=52.9

[die]
chipArea_um2=9560
ioPinCount=26
core_area_um2=8810
fp-utilization_pct=41.6
num_rows=34
dieHeight_um=97.8
die_width_um=97.8

[setup_path]
arrival_ns=3.28
crit_end=SCLK
path_max_fanout=21
r2r-start=Buffer_Occupancy[0]
rrSetupSlack_ns=3.29
r2r-end=FIFO[26]
rr_worst_depth=9
crit_type=reg -> out
endpoint_kind=primary output
startpoint=Buffer_Occupancy[0]
startpoint_type=flop
required_ns=5.92

[final_timing]
clock_skew_ns=0.00878
min_period_ns=4.76
finalCritPeriodShare_pct=64.3
rsz0062_at_grt=no
finalSetupTns_ns=0
hold_viol_final=0
drv_slew=0
worst_slew_pin_slew_ns=0.764
slew_headroom_pct=48.9
final-setup-viol-count=0
setup_ws_ns=2.64
fmax_mhz=210

[global_route]
grt_use_total_pct=23.8
gr-total-overflow=0
grt_pass1_wl_um=17700
antenna_found_initial=0
grt_max_degree=39
grt_pass1_vias=3274

[placement]
gp_congestion=0.938
place_inst=554
hpwlAfterDp_um=7970
pre_cts_ws_ns=3.00
port_buffers=25
place_area_um2=3890

[final_layout]
nFillCells=871
drive_above_1_share_pct=9.69
fin_cells=562
layout_top_cells=dfxtp_1 (49), nor2_1 (37), a21oi_1 (37)
final_cell_area_um2=4000
lay_top_count=dfxtp_1
syn2layout_area_growth_pct=9.11

[flow_run]
tool_warnings=28
drv_cap=0

[worst_hold_path]
hp-class=reg -> reg

-- worst min-delay path by stage --
stage	startpoint	endpoint	slack, ns	depth (start not counted)
4_1_cts	FIFO[15]	FIFO[14]	0.44	1
5_1_grt	FIFO[10]	FIFO[9]	0.47	1
6_report	FIFO[6]	FIFO[5]	0.43	2
-- state kept, by name (all words and copies together) (netlist names) --
signal            flops
Buffer_Occupancy      6
Clock_Matcher         3
FIFO                 40
-- power groups by stage --
stage                 registers [mW]  logic (mW)  clock network [mW]
after CTS                      0.371        1.25               0.194
after global routing           0.381        1.39               0.205
final                          0.373        1.28               0.190
-- Yosys cell counts (all sizes together), types with 9 or more instances --
master / number / share of area [%]
dfxtp: 49 / 27
a21oi: 39 / 5.5
nand2: 38 / 4.0
nor2: 38 / 4.3
o21ai: 30 / 4.3
a211oi: 22 / 5.0
mux2i: 22 / 6.0
clkbuf: 16 / 1.6
buf: 15 / 3.4
o22ai: 15 / 2.7
o211ai: 13 / 3.5
nor3: 11 / 1.6
a31oi: 10 / 1.7
ha: 10 / 3.4
nand3: 9 / 1.2
-- kinds of logic after synthesis --
logic type / Yosys count
buffers and inverters: 40
flip-flops: 49
adder cells (fa/ha/maj): 11
multiplexers: 26
AND/OR/NAND/NOR: 140
AND-OR/OR-AND: 176
XOR/XNOR: 7
-- worst max-delay path: stages, from the launching register on --
cell and delay, ns:
dfxtp_1 0.81, clkinv_1 0.49, ha_1 0.36, or3b_4 0.37, nor2_8 0.07, inv_2 0.33, clkdlybuf4s50_1 0.54
-- layout make-up --
type                    count  area (um2)  share of cell area [%]
clock buffers               6        72.6                    1.81
clock inverters             2        38.8                   0.969
inverters                   9        33.8                   0.844
multi-input cells         360        2470                    61.7
flip-flops and latches     49         981                    24.5
well taps                 108         135                    3.38
repair buffers             28         273                    6.82
-- stage by stage --
step | hold WS (ns) | util (%) | power, mW
global placement | 0.415 | 44.2 | 1.62
detailed placement | 0.416 | 44.2 | 1.62
global route | 0.466 | 45.4 | 1.98
floorplan | 0.410 | - | 1.37
finish | 0.434 | 45.4 | 1.84
CTS | 0.439 | 45.4 | 1.81
-- metal layers --
metal	track usage [%]	vias to the layer above	wire length (um)	share of wire (%)
met5	0	-	0	0
met4	5.36	0	329	3.0
met3	4.80	31	955	8.7
met2	34.6	181	4570	42
met1	37.3	1662	5060	46
li1	-	1720	-	-
Power figures rest on the tool's default switching activity, not on a simulated workload.
