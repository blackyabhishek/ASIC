===== /design/flow/run.sh =====
#!/bin/bash
# OpenROAD 26Q1-2900-gdf79404cd8, Yosys 0.63+post, stock flow scripts
make -C /OpenROAD-flow-scripts/flow DESIGN_CONFIG=/design/flow/config.mk WORK_HOME=/design/flow/orfs finish

===== /design/flow/config.mk =====
export PLATFORM = sky130hd
export DESIGN_NAME = DWT
export DESIGN_NICKNAME = DWT
export VERILOG_FILES = /design/flow/design.v
export SDC_FILE = /design/flow/constraint.sdc
export NUM_CORES = 4
export LEC_CHECK = 1
export CORE_UTILIZATION = 40

===== /design/flow/constraint.sdc =====
current_design DWT

set clk_period 10.4
set clk_io_pct 0.2

create_clock -name clk0 -period $clk_period [get_ports {Input_CLK}]

set non_clock_inputs [all_inputs -no_clocks]
set_input_delay [expr $clk_period * $clk_io_pct] -clock clk0 $non_clock_inputs
set_output_delay [expr $clk_period * $clk_io_pct] -clock clk0 [all_outputs]

===== /design/flow/design.v =====
`timescale 1ns / 1ps
module DWT(Input_CLK,Reset,Clipped,First_Pixel,Active,Valid,YUV_turn,X_n,S_n);
parameter SIZE=6;
input wire Input_CLK,Reset,Clipped,Active,Valid,First_Pixel;
input wire [1:0] YUV_turn;
input wire [SIZE-1:0] X_n;
output wire [SIZE:0] S_n;
wire [SIZE:0] D_n;
reg [SIZE-1:0] U_X_n_1,U_X_n_2,V_X_n_1,V_X_n_2;
reg [SIZE:0] U_D_n_1,V_D_n_1;
wire [SIZE-1:0] X_n_1,X_n_2;
wire [SIZE:0] D_n_1;
wire temp=~Clipped & Active;
assign X_n_1=(YUV_turn==2'b01)?U_X_n_1:V_X_n_1;
assign X_n_2=(YUV_turn==2'b01)?U_X_n_2:V_X_n_2;
assign D_n_1=(YUV_turn==2'b01)?U_D_n_1:V_D_n_1;
always @(posedge Input_CLK)
begin
    if(Reset)
    begin
        U_X_n_1<=0;
        U_X_n_2<=0;
        U_D_n_1<=0;
        V_X_n_1<=0;
        V_X_n_2<=0;
        V_D_n_1<=0;
    end
    else
    begin
        if(temp & YUV_turn==2'b01)
        begin
            U_X_n_2<=U_X_n_1;
            U_X_n_1<=X_n;
            if(Valid & ~First_Pixel)
            begin
                U_D_n_1<=D_n;
            end
        end
        if(temp & YUV_turn==2'b10)
        begin
            V_X_n_2<=V_X_n_1;
            V_X_n_1<=X_n;
            if(Valid & ~First_Pixel)
            begin
                V_D_n_1<=D_n;
            end
        end
    end
end
wire [SIZE:0] D_temp;
wire [SIZE-1:0] D_temp_2;
wire [SIZE+1:0] S_temp;
wire [SIZE-1:0] S_temp_4;
assign D_temp={X_n[SIZE-1],X_n}+{X_n_2[SIZE-1],X_n_2};
assign D_temp_2=D_temp[SIZE:1];
assign D_n={X_n_1[SIZE-1],X_n_1}-{D_temp_2[SIZE-1],D_temp_2};
assign S_temp={D_n[SIZE],D_n}+{D_n_1[SIZE],D_n_1}+2'b10;
assign S_temp_4=S_temp[SIZE+1:2];
assign S_n={X_n_2[SIZE-1],X_n_2}+{S_temp_4[SIZE-1],S_temp_4};
endmodule

==> summary.rpt <==
=== SYNTHESIS / PLACE & ROUTE SUMMARY ===
----------------------------------------------------
[Final layout]
  Fill count ........................ 589
  Layout Cell Area excl Fill ........................ 2970 µm²
  Register Area ........................ 761 µm²
  Cell Count, Final, Fillers Out ........................ 396
  Fraction of final layout cells with drive strength greater than 1 ........................ 10.6%
  Total area of multi-input combinational cells ........................ 1700 µm²
  Signed area change from the synthesized netlist to the final layout ........................ 16.3%

[STA]
  Number of pins exceeding their max-slew limit in the final report ........................ 0
  Final period demand of the worst path ........................ 9920 ps
  Unrepaired setup endpoints after global routing ........................ no
  Transition time of the tightest slew-check pin ........................ 630 ps
  Post-route setup TNS ........................ 0 ps
  Worst hold slack after final layout ........................ 456 ps
  Final hold violation count ........................ 0
  Headroom to the max-slew limit ........................ 57.9%
  Setup violations, final ........................ 0
  Maximum clock skew at final layout ........................ 7.71 ps
  Fmax achieved ........................ 101 MHz
  Final worst path period share ........................ 95.3%

[Floorplanning]
  Fraction of the core area occupied by cells at floorplan ........................ 42.4%
  Rows ........................ 28
  Ports placed on the boundary ........................ 21
  Die X ........................ 81.9 µm
  Die Ht ........................ 81.9 µm
  Core region area ........................ 6030 µm²
  Die area ........................ 6710 µm²

[Clocking]
  Cts bufs inserted ........................ 5
  CTS sink count ........................ 38
  Total of hold buffers inserted after clock tree synthesis ........................ 0
  Clock root buffer ........................ sky130_fd_sc_hd__clkbuf_8
  Setup repair bufs after CTS ........................ 0
  Insertion delay to the later sink of the worst-skew pair ........................ 290 ps
  Htree depth ........................ 2
  Quantity of gates resized following cts ........................ 0
  Clock tree from TritonCTS ........................ done
  Buffer depth of the longest clock path ........................ 2
  Clock-pin transition on the worst setup and hold timing paths ........................ 80 ps

[Power]
  Max rail drop VDD ........................ 0.0616 mV
  Areal power density over the cells ........................ 128 nW/µm²
  Combinational fraction of design power ........................ 19.9%
  Overall Power ........................ 0.000380 W
  Net Switching ........................ 0.0000914 W
  Share of power burned in the clock network ........................ 41.1%
  Sw frac ........................ 24.0%
  Leakage power ........................ 1.19 nW
  Sequential power share ........................ 38.9%
  Pint ........................ 0.000289 W

[Critical path]
  Req. time, crit path ........................ 8320 ps
  Worst Path Class, Setup ........................ in2out
  Worst reg-to-reg setup slack ........................ 7160 ps
  Crit path max fanout ........................ 6
  Setup crit end kind ........................ output pin
  Type of element launching the critical path ........................ input pin
  Critical path data arrival time ........................ 7840 ps

[GRT]
  Initial antenna violation count ........................ 0
  Via count of the first global-routing pass ........................ 1864
  Gr usage total ........................ 17.9%
  Pin count of the biggest net entering global routing ........................ 41
  Total global routing overflow ........................ 0
  First-pass GRT wire length ........................ 9010 µm

[Run]
  Tool warnings ........................ 25
  Tally of max-capacitance violations ........................ 0

[Yosys]
  Post-synthesis cell type with the largest instance count ........................ sky130_fd_sc_hd__nand2_1
  Most frequent cells after synthesis ........................ sky130_fd_sc_hd__nand2_1, sky130_fd_sc_hd__dfxtp_1, sky130_fd_sc_hd__a21oi_1
  Synthesis-stage register bit count ........................ 38
  Synthesized area per cell ........................ 8.52 µm²
  Flip-flops with a built-in enable ........................ 0
  Top cells by area ........................ sky130_fd_sc_hd__dfxtp_1, sky130_fd_sc_hd__ha_1, sky130_fd_sc_hd__nand2_1, sky130_fd_sc_hd__a21oi_1, sky130_fd_sc_hd__mux2_2
  Number of instances in the synthesized netlist ........................ 300
  Dominant flop cell ........................ sky130_fd_sc_hd__dfxtp_1
  Warning count from the yosys run ........................ 1
  Proportion of netlist area held by the largest area contributor ........................ 29.8%
  Yosys Instances ........................ 300
  Share of synthesized registers carrying an async set or reset ........................ 0%
  Number of different library cells in the post-synthesis netlist ........................ 49
  Yosys top cell by area ........................ sky130_fd_sc_hd__dfxtp_1
  Sequential element share of the synthesized area ........................ 29.8%
  Synthesized cell area ........................ 2560 µm²
  Chip area in the Yosys report ........................ 2560 µm²

[Status]
  Outcome ........................ completed

[Routing]
  Detailed-route vias per instance ........................ 5.15
  Average wire per standard cell ........................ 13.7 µm
  DRC violation total after the first TritonRoute iteration ........................ 114
  Count of TritonRoute iterations in the first routing pass ........................ 4
  DRC Markers ........................ 0
  Number of routed nets with antenna violations ........................ 0
  Wire length reported by the detailed router ........................ 5430 µm
  # diodes ........................ 0
  Vias ........................ 2040

[Hold path]
  Worst hold-check path type ........................ reg2reg

[Placed design]
  I/O Buffers ........................ 20
  Global placer's final weighted congestion ........................ 0.858
  Placed cell areas ........................ 2830 µm²
  Total placed cells including tap cells ........................ 388
  DP Wirelength ........................ 4110 µm

----------------------------------------------------
[state kept, by name (all words and copies together), names as in the netlist]
register	flops
U_X_n_1	6
U_D_n_1	7
V_X_n_1	6
U_X_n_2	6
V_D_n_1	7
V_X_n_2	6
[layer usage]
metal	track usage (%)	vias up	share of wire [%]
li1	-	1085	-
met1	28.2	928	51
met2	27.4	25	45
met3	2.71	2	3.1
met4	1.58	0	0.64
met5	0	-	0
[power by group through the flow]
stage	Clock, W	Combinational, W	Sequential [W]
final	0.000157	0.0000759	0.000148
after global routing	0.000169	0.0000850	0.000148
after CTS	0.000162	0.0000770	0.000148
[layout make-up]
cell class	count	share of cell area [%]
clock inverters	2	2.02
flip-flops and latches	38	25.6
repair buffers	23	7.49
inverters	15	1.89
well taps	75	3.16
clock buffers	6	2.78
multi-input cells	237	57.1
[cell families (layout without fill, tap and decap cells)]
logic type,Yosys count,after routing,synth area share (%)
AND-OR/OR-AND,67,67,16.5
XOR/XNOR,13,13,4.45
adder cells (fa/ha/maj),32,32,16.8
buffers and inverters,25,46,3.92
flip-flops,38,38,29.8
multiplexers,23,23,9.84
AND/OR/NAND/NOR,102,102,18.7
[stage by stage]
stage / util, % / worst slack [ps]
after global placement: 46.9 / 519
after global routing: 49.3 / 15.1
after CTS: 49.3 / 461
after floorplan: - / 1760
after detailed placement: 46.9 / 534
final: 49.3 / 485
[worst paths after layout]
| kind | from | endpoint | cells past startpoint |
|---|---|---|---|
| worst max-delay path | YUV_turn[0] | S_n[5] | 22 |
| worst min-delay path | V_X_n_2[2] | V_X_n_2[2] | 2 |
| worst max register to register | U_X_n_2[2] | U_D_n_1[5] | 13 |
| worst min register to register | V_X_n_2[2] | V_X_n_2[2] | 2 |
[cell usage in the layout (no fill, tap or decap), types with 2 or more instances in the layout]
cell,Yosys,layout
sky130_fd_sc_hd__buf_4,1,3
sky130_fd_sc_hd__nor3_1,2,2
sky130_fd_sc_hd__o21a_1,2,2
sky130_fd_sc_hd__clkdlybuf4s50_1,0,20
sky130_fd_sc_hd__fa_1,4,4
sky130_fd_sc_hd__inv_1,15,15
sky130_fd_sc_hd__ha_1,28,28
sky130_fd_sc_hd__a31o_2,2,2
sky130_fd_sc_hd__nand2_1,60,60
sky130_fd_sc_hd__a21oi_1,37,37
sky130_fd_sc_hd__a211oi_1,6,6
sky130_fd_sc_hd__nand3b_1,3,3
sky130_fd_sc_hd__bufinv_16,0,2
sky130_fd_sc_hd__nor2b_1,7,7
sky130_fd_sc_hd__dfxtp_1,38,38
sky130_fd_sc_hd__a21o_1,3,3
sky130_fd_sc_hd__nor2_2,2,2
sky130_fd_sc_hd__mux2i_1,9,9
sky130_fd_sc_hd__nand2b_1,4,4
sky130_fd_sc_hd__xor2_1,4,4
sky130_fd_sc_hd__clkbuf_8,0,6
sky130_fd_sc_hd__a311o_1,2,2
sky130_fd_sc_hd__o21bai_1,2,2
sky130_fd_sc_hd__xnor2_1,9,9
sky130_fd_sc_hd__o21ai_0,3,3
sky130_fd_sc_hd__nor2_1,13,13
sky130_fd_sc_hd__mux2_2,13,13
[worst max-delay path, stage by stage]
cell and delay [ps]:
sky130_fd_sc_hd__clkdlybuf4s50_1 480, sky130_fd_sc_hd__nor2b_4 210, sky130_fd_sc_hd__mux2_2 390, sky130_fd_sc_hd__ha_1 350, sky130_fd_sc_hd__nor2b_1 160, sky130_fd_sc_hd__o21ai_0 140, sky130_fd_sc_hd__nand2b_1 120, sky130_fd_sc_hd__a2111oi_1 400
sky130_fd_sc_hd__a21oi_1 80, sky130_fd_sc_hd__ha_1 350, sky130_fd_sc_hd__nor3b_1 160, sky130_fd_sc_hd__a311oi_1 260, sky130_fd_sc_hd__o311ai_1 220, sky130_fd_sc_hd__ha_1 270, sky130_fd_sc_hd__ha_1 410, sky130_fd_sc_hd__mux2i_1 210
sky130_fd_sc_hd__o211ai_1 110, sky130_fd_sc_hd__a311o_1 320, sky130_fd_sc_hd__ha_1 320, sky130_fd_sc_hd__a21oi_1 160, sky130_fd_sc_hd__xnor2_1 130, sky130_fd_sc_hd__clkdlybuf4s50_1 470
Power figures rest on the tool's default switching activity, not on a simulated workload.
